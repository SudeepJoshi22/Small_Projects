==> design/flow/design.v <==
module fa(
input a,
input b,
input cin,
output s,
output co
);
wire s0,c0,c1;
ha m0(a,b,s0,c0);
ha m1(cin,s0,s,c1);
assign co = c0 | c1;
endmodule
module ha(
input a,
input b,
output s,
output co
);
assign s = a^b;
assign co = a&b; 
endmodule
module ripple_carry(
	input [7:0] x,
	input [7:0] y,
	output [8:0] sum
);
	wire [8:0] co;
	genvar i;
	generate
		for(i=0;i<8;i=i+1) begin
			if(i == 1'b0)
				fa m0(x[i],y[i],1'b0,sum[i],co[1]);
			else
				fa mx(x[i],y[i],co[i],sum[i],co[i+1]);
		end
	endgenerate
	assign sum[8] = co[8];
endmodule
==> design/flow/run.sh <==
#!/bin/bash
# OpenROAD 26Q1-2900-gdf79404cd8, Yosys 0.63+post, stock flow scripts
make -C /OpenROAD-flow-scripts/flow DESIGN_CONFIG=/design/flow/config.mk WORK_HOME=/design/flow/orfs finish
==> design/flow/config.mk <==
export PLATFORM = sky130hd
export DESIGN_NAME = ripple_carry
export DESIGN_NICKNAME = ripple_carry
export VERILOG_FILES = /design/flow/design.v
export SDC_FILE = /design/flow/constraint.sdc
export NUM_CORES = 4
export LEC_CHECK = 1
export CORE_AREA = 10 10 70 70
export DIE_AREA = 0 0 80 80
==> design/flow/constraint.sdc <==
current_design ripple_carry

set clk_period 6.3
set clk_io_pct 0.2

create_clock -name clk0 -period $clk_period

set non_clock_inputs [all_inputs -no_clocks]
set_input_delay [expr $clk_period * $clk_io_pct] -clock clk0 $non_clock_inputs
set_output_delay [expr $clk_period * $clk_io_pct] -clock clk0 [all_outputs]
==> run notes <==
Implementation results.

In this run the power density over the cells is around 80 nW/um2. Nets still carrying antenna violations after routing amount to 0. During synthesis, Yosys emitted a total of 0 warnings. Of all nets on the critical path, the largest fanout is 1.

buf_4 is the most common cell in the netlist. The number of distinct library cell variants in the gate-level netlist after synthesis is 4. The worst hold path belongs to the class primary input to output port. The worst path arrival time is 4840 ps.

The class of the most critical setup path is primary input to output port. The data required time at the worst endpoint is between 5000 and 6000 ps. The overall routed net length is between 700 and 800 um. In this run the count of I/O pins placed on the die edge is 25. The number of antenna violations at the first check in global routing was 0. The design draws 0.0405 mW. Entering global routing, the biggest net connects 2 pins.

The first-pass GRT wire length is between 1000 and 1500 um. The final report gives the standard cell area, fillers excluded, as about 500 um2. Per the layout area report, the register area comes to 0 um2. The final count of hold timing violations is 0. The via count of the first global-routing pass came to approximately 220. The synthesized instance count is 25. The synthesized netlist was found by Yosys to have 25 cells.

RePlAce ended its routability-driven mode at a weighted congestion of 0.848. The worst slack at placement is 41.5 ps. The maximum clock frequency is 164 MHz. The largest family of logic cells by area is adder cells. The post-CTS setup repair buffer count is 0. Of the available clock period, the critical path in the final layout requires a little over nine tenths. The tally of clock buffers in the finished layout is 0.

The flow ran to the end, and the final reports show no timing, DRC or antenna violations. The highest supply drop recorded on VDD is 0.0237 mV. Per the detail_route report, routed wire per instance is approximately 8.5 um. For the final routed database, the setup TNS stands at 0 ps. The design has 0 sequential cells. Summed over all cells, the static leakage comes to 0.198 nW. The final critical-path required period is 6100 ps.

The post-cts repair resize count is 0. The worst path meets setup with 199 ps of slack. The detailed router placed between 200 and 250 vias in this run.

The synthesized area per cell is 10.0 um2. Ranked by total cell area, the synthesized netlist is headed by fa_1 (56%), buf_4 (27%), inv_1 (12%). Summed over all nets, the half-perimeter wirelength after detailed placement is 725 um. The area share of and-or/or-and cells after synthesis is 0%.

In the synthesis report, Yosys lists the chip area as 250 um2. The final antenna diode count is 0. The total cell area at the placement stage is around 490 um2. At the pin with the least slew margin, the transition time is approximately 100 ps. In this run, the synthesized area fraction spent on and/or/nand/nor cells is recorded as 0%. The sequential area share after synthesis is 0%.

The cell taking the most area after synthesis is fa_1. Of the total synthesized cell area, the portion taken by full adders, half adders and majority gates is approximately three fifths. The worst slew slack as a fraction of its limit is between 90 and 100%.

The global route total overflow is 0. The count of buffers from port buffering is 25. The number of pins exceeding their max-slew limit in the final report is 0.

The total track usage is 2.28%. Per the log, the first TritonRoute iteration ended with a DRC count of 0. Yosys reports the multiplexer fraction of the synthesized area as 0%. The share of the core filled by cells before placement is 7.33%.

From synthesis to final layout, the design area changed by 99.0%. The share of the synthesized area in the top cell type is 56.0%. The area enclosed by the die boundary is 6400 um2. After synthesis the cells add up to 250 um2. The commonest cells after synthesis are buf_4 (9), inv_1 (8), fa_1 (7).

Summing the areas of all xor and xnor instances in the mapped netlist gives 0% of the synthesized area. The share of final-layout standard cells stronger than drive strength 1 is 7.32%. Setup repair after global routing left no endpoint under its margin. Across the run, the number of max-cap violations was 0.

For reference, the placement row count at floorplan is 21. The die width is 80 um. The most critical hold endpoint after final layout shows a slack of approximately 3600 ps. Per the OpenROAD floorplan log, the area of the core is roughly 3400 um2.

STA classifies the critical path startpoint as a primary input. In the routed design, unresolved DRC markers number 0. The number of hold-repair buffers added at the cts stage is 0.

The via count normalized by instance count is 2.36. The number of endpoints failing setup at the final stage is 0. The die is 80 um tall. The iteration count recorded for the first detailed-route pass is 1.

STA classifies the critical path endpoint as an output port. The total number of warnings across the stage logs is 32.
[final timing paths]
kind,to,slack (ps),from,cells past startpoint
max,sum[7],200,y[0],12
min,sum[0],3560,x[0],3
[cells by family (layout without fill, tap and decap cells)]
| logic type | after synthesis | count (layout) |
|---|---|---|
| buf+inv | 17 | 33 |
| fa+ha+maj | 8 | 8 |
[power by group]
part           internal, mW  switching, mW
Clock                     0              0
Sequential                0              0
Combinational        0.0300         0.0105
[cell type report]
| type | instances | area, um2 |
|---|---|---|
| multi-input combinational | 8 | 160 |
| inverter | 8 | 30.0 |
| timing repair buffer | 25 | 250 |
| fill | 392 | 2920 |
| tap | 46 | 57.6 |
[per-layer routing]
| layer | vias to the layer above | share of wire [%] | wire, um | global-route usage [%] |
|---|---|---|---|---|
| met5 | - | 0 | 0 | 0 |
| met4 | 0 | 0 | 0 | 0 |
| met3 | 0 | 27 | 203 | 1.93 |
| met2 | 23 | 31 | 229 | 2.89 |
| met1 | 91 | 42 | 310 | 3.02 |
| li1 | 91 | - | - | - |
[metrics by stage]
step / utilization [%] / cells
final: 14.6 / 87
after global routing: 14.6 / 87
after CTS: 14.4 / 87
after detailed placement: 14.4 / 87
after global placement: 14.4 / 87
after floorplan: - / 25
[placed cells by master (no fill, tap or decap)]
| master | count |
|---|---|
| fa_1 | 4 |
| fa_2 | 3 |
| clkdlybuf4s50_1 | 25 |
| ha_1 | 1 |
| inv_1 | 8 |
[worst max-delay path: stages]
cell and delay, ps:
clkdlybuf4s50_1 410, ha_1 210, fa_1 390, fa_2 350, fa_2 340, fa_2 350, fa_1 360, inv_1 70
fa_1 170, fa_1 400, inv_1 60, clkdlybuf4s50_1 460
No activity file was given, so power comes from the tool's default toggle rates.

### design/flow/run.sh
#!/bin/bash
# OpenROAD 26Q1-2900-gdf79404cd8, Yosys 0.63+post, stock flow scripts
make -C /OpenROAD-flow-scripts/flow DESIGN_CONFIG=/design/flow/config.mk WORK_HOME=/design/flow/orfs finish
### design/flow/config.mk
export PLATFORM = sky130hd
export DESIGN_NAME = SRAM
export DESIGN_NICKNAME = SRAM
export VERILOG_FILES = /design/flow/design.v
export SDC_FILE = /design/flow/constraint.sdc
export NUM_CORES = 4
export LEC_CHECK = 1
export CORE_UTILIZATION = 30
### design/flow/design.v
`timescale 1ns / 1ps
`default_nettype none
module SRAM
#(parameter DATA_WIDTH = 8,
parameter BUS_WIDTH = 8)(
input wire clk,
input wire rst,
input wire rd_en,
input wire wr_en,
input wire cs,
input wire [BUS_WIDTH-1:0] read_addr,
input wire [BUS_WIDTH-1:0] write_addr,
input wire [DATA_WIDTH-1:0] Din,
output wire [DATA_WIDTH-1:0]Dout
);
reg [DATA_WIDTH-1:0] memory[0:(2**BUS_WIDTH)-1] ;
reg [DATA_WIDTH-1:0] Read_data;
integer i;
always @(posedge clk)
begin
    if(!rst) begin
        for(i=0;i<(2**BUS_WIDTH);i=i+1)
            memory[i] <= 0;
    end
    if(rd_en && cs)
        Read_data <= memory[read_addr];
    if(wr_en && cs)
        memory[write_addr] <= Din;
end
assign Dout = (rd_en && cs)? Read_data : 'hz;
endmodule
### design/flow/constraint.sdc
current_design SRAM

set clk_period 20.3
set clk_io_pct 0.2

create_clock -name clk0 -period $clk_period [get_ports {clk}]

set non_clock_inputs [all_inputs -no_clocks]
set_input_delay [expr $clk_period * $clk_io_pct] -clock clk0 $non_clock_inputs
set_output_delay [expr $clk_period * $clk_io_pct] -clock clk0 [all_outputs]
==> reports/results.txt <==
Chip area: 321,000 um2
Arrival @ worst endpoint: 9.58 ns
Post-layout period usage: 44.5%
Tot Pwr: 0.00934 W
Chip Area, Yosys: 95,600 um2
Setup-failing EPs final: 0
Finished Cell Area: 107,000 um2
Post_cts resized: 0
First-pass GRT wire length: 404,000 um
Commonest Layout Cell: edfxtp_1
Postcts setup bufs: 0
Cell area after synthesis: 95,600 um2
Top-Level Pins: 37
RSZ-0062 raised after global routing: no
Setup TNS: 0 ns
Post-synth seq share: 64.6%
Wirelength per Cell: 25.7 um
Largest net degree at the start of global routing: 109
Drt initial violations: 4,401
HP Start: memory[54][3]$_SDFFCE_PN0P_
Max-slew violation count: 0
Clock sink total: 2,056
Critical Path RT: 20.84 ns
Clock group share of total power: 39.4%
Crit. End Element: flop
Gr usage total: 18.1%
Total core area: 316,000 um2
Layout cell share with drive strength beyond 1: 18.1%
Sw Ratio: 23.1%
Max Cap Violations: 0
Ys flops: 2,056
Pwr Density: 87.1 nW/um2
Final Routed Wirelength: 275,000 um
Vias in the first global route: 59,800
Hold Crit Depth: 5
ANT nets after route: 0
Routed vias/inst: 5.29
Peak VDD IR: 0.0692 mV
Status: completed
Hold bufs inserted after CTS: 0
Tool warning count: 46
DP Wirelength: 165,000 um
Fillers: 29,500
Routability cong.: 0.900
Least-Margin Pin Slew: 1.25 ns
Antenna violations before repair: 14
CTS tree: built
Hold EP: Read_data[3]$_DFFE_PP_
Total grt overflow: 0
Hold Vio Cnt, Final: 0
Post-Synthesis Cells: 6,602
Commonest flop: edfxtp_1
Area growth, synth to finish: 12.1%
Leak: 41.1 nW
Clock latency on the worst-skew pair: 0.86 ns
Clk pin slew, worst setup/hold paths: 0.06 ns
Vias: 56,800
Combinational share of power: 7.8%
R2r setup slk: 17.08 ns
Clock root cell: clkbuf_16
Yosys cell count: 6,602
H-Tree Depth: 4
Switching power: 0.00215 W
Final min period: 9.04 ns
FF-to-FF path depth: 6
Sequential cell fraction of total power: 52.8%
Fp util: 30.3%
Unique cell types: 55
Num rows: 206
CTS Buf Count: 210
Die X: 566 um
Port bufs: 36
CP Launch Type: primary input
DRC Markers: 0
Most numerous logic cells after layout: edfxtp_1, and3_1, mux4_2
DP Area: 101,000 um2
Final Skew: 0.0277 ns
Total iterations of the first detailed-routing run: 8
Max FO, Critical Path: 82
WS Path Type: in -> reg
EDFF count, synth: 2,056
Warnings, synthesis: 2
HP Class: reg -> reg
Share of the core filled with cells: 33.9%
Headroom to the max-slew limit: 15.6%
CTS max path bufs: 3
F_max: 0.111 GHz
Reg2reg end: Read_data[6]$_DFFE_PP_
Die Y: 566 um
Avg Inst Size Synth: 14.5 um2
Internal power: 0.00718 W
R2R Path Start: memory[57][6]$_SDFFCE_PN0P_
Synth async-reset ratio: 0%
[routing by layer]
layer  vias to the layer above  wire, um  part of all wire (%)  global-route usage [%]
met5                         -       188                 0.068                   0.327
met4                         6      9030                   3.3                    5.18
met3                       441     40300                    15                    11.6
met2                      3014    129000                    47                    27.6
met1                     28200     96600                    35                    21.3
li1                      25100         -                     -                       -
[through the flow]
step / hold slack (ns) / setup slack (ns) / instances
after floorplan: 0.899 / 14.15 / 6602
after global placement: 1.16 / 10.54 / 10300
after detailed placement: 1.14 / 10.58 / 10300
after CTS: 1.16 / 11.49 / 10700
after global routing: 1.20 / 11.18 / 10700
final: 1.14 / 11.26 / 10700
[worst max-delay path by stage]
stage	from	endpoint	slack, ns	cells after the start
after CTS	read_addr[0]	Read_data[6]$_DFFE_PP_	11.49	10
after global routing	read_addr[0]	Read_data[6]$_DFFE_PP_	11.18	10
final	read_addr[1]	Read_data[6]$_DFFE_PP_	11.26	11
[power by group through the flow]
| stage | Combinational [W] | Sequential, W | Clock (W) |
|---|---|---|---|
| after CTS | 0.000725 | 0.00493 | 0.00372 |
| final | 0.000725 | 0.00493 | 0.00368 |
| after global routing | 0.000770 | 0.00495 | 0.00389 |
[worst max-delay path: stages]
cell	delay [ns]
buf_8	0.52
buf_4	0.59
buf_12	0.44
buf_4	0.60
buf_4	0.59
mux4_2	0.40
a22o_1	0.22
a221oi_1	0.42
o22ai_1	0.17
nor4_1	1.05
nor4_1	0.18
[state kept, by name, indices dropped and copies added, names as in the netlist]
register	flops
memory	2048
Read_data	8
[synthesized netlist by cell type (all sizes together) (6+ instances only)]
cell type	n	area share, %
nor2	107	0.42
a211oi	7	0.055
edfxtp	2056	65
o21ai	206	1.1
a21oi	117	0.61
o22ai	6	0.039
and2	414	2.7
a22oi	140	1.1
mux2i	106	1.1
o311a	11	0.12
mux2	24	0.28
nand3	32	0.17
nor2b	16	0.10
a22o	21	0.19
a221oi	39	0.36
buf	138	1.1
clkbuf	702	2.8
nor3	16	0.094
or2	14	0.092
mux4	445	10
nand2b	23	0.15
and3	1645	11
nor4	23	0.16
o221ai	31	0.28
nand2	216	0.85
[final cells by class]
cell class | instances | area [um2] | area share (%)
flip-flops and latches | 2056 | 61700 | 57.6
multi-input cells | 3704 | 30500 | 28.4
clock buffers | 268 | 5540 | 5.17
well taps | 4160 | 5200 | 4.86
repair buffers | 411 | 3260 | 3.05
clock inverters | 114 | 887 | 0.828
diodes | 20 | 50.0 | 0.0467
inverters | 2 | 7.51 | 0.00701
[logic make-up after synthesis]
logic type / after synthesis / synth area share [%]
AND/OR/NAND/NOR: 2522 / 15.6
buffers and inverters: 842 / 3.82
AND-OR/OR-AND: 607 / 4.09
multiplexers: 575 / 11.9
flip-flops: 2056 / 64.6
Power is estimated from default activity; no workload was simulated.

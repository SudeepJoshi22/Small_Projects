==> design/flow/run.sh <==
#!/bin/bash
# OpenROAD 26Q1-2900-gdf79404cd8, Yosys 0.63+post, stock flow scripts
make -C /OpenROAD-flow-scripts/flow DESIGN_CONFIG=/design/flow/config.mk WORK_HOME=/design/flow/orfs finish
==> design/flow/design.v <==
`timescale 1ns / 1ps
`default_nettype none
module SyncFIFO
#(parameter DATA_WIDTH = 32,
FIFO_DEPTH = 8)
(
input wire clk,
input wire rst,
input wire en,
input wire rd,
input wire wr,
input wire [DATA_WIDTH-1:0] Din,
output wire FULL,
output wire EMPTY,
output reg [DATA_WIDTH-1:0] Dout
);
reg [$clog2(FIFO_DEPTH)-1:0] Count;
reg [$clog2(FIFO_DEPTH)-1:0] ReadCount=0;
reg [$clog2(FIFO_DEPTH)-1:0] WriteCount=0;
reg [DATA_WIDTH-1:0] FIFO[FIFO_DEPTH-1:0];
assign EMPTY = (Count == 0)?1'b1:1'b0;
assign FULL = (Count == 8)?1'b1:1'b0;
always @(posedge clk)
begin
    if(!en);
    else
        begin
            if(!rst) begin
                ReadCount <= 0;
                WriteCount <= 0;
            end
            else if((rd == 1) && (Count != 0)) begin
                Dout <= FIFO[ReadCount];
                ReadCount <= ReadCount + 1;
            end
            else if((wr == 1) && (Count < 8)) begin
                FIFO[WriteCount] <= Din;
                WriteCount <= WriteCount + 1;
            end
            else;
        end
    if(ReadCount == 8)
        ReadCount <= 0;
    if(WriteCount == 8)
        WriteCount <= 0;
    if(ReadCount < WriteCount)
        Count <= WriteCount -ReadCount;
    else
        Count <= ReadCount - WriteCount;
end
endmodule
==> design/flow/config.mk <==
export PLATFORM = sky130hd
export DESIGN_NAME = SyncFIFO
export DESIGN_NICKNAME = SyncFIFO
export VERILOG_FILES = /design/flow/design.v
export SDC_FILE = /design/flow/constraint.sdc
export NUM_CORES = 4
export LEC_CHECK = 1
export CORE_UTILIZATION = 50
==> design/flow/constraint.sdc <==
current_design SyncFIFO

set clk_period 7.9
set clk_io_pct 0.2

create_clock -name clk0 -period $clk_period [get_ports {clk}]

set non_clock_inputs [all_inputs -no_clocks]
set_input_delay [expr $clk_period * $clk_io_pct] -clock clk0 $non_clock_inputs
set_output_delay [expr $clk_period * $clk_io_pct] -clock clk0 [all_outputs]
==> git commit body <==
Update PnR metrics after Yosys + OpenROAD run

* Outcome: finished, final reports clean
- Area enclosed by the die boundary: 23000 um^2
- After layout, the minimum clock period comes to 3.14 ns.
- Class of the tightest hold or removal check: register to register
- Maximum number of pins on one net before global-route repair: 48
- Yosys Chip Area: 11200 um^2
* # hold bufs at CTS: 0
- Switching power as a fraction of the total was reported as 0.206.
* Highest net fanout along the worst path: 32
* Worst Hold Endpoint: Dout[18]
* Reg-to-reg endpoint: Dout[3]
* Final-layout fill cell count: 1569
* Fraction of the yosys area taken by sequential cells: 0.792
- Of the total power, combinational logic draws 0.062.
- Share of synthesized registers carrying an async set or reset: 0
* Maximum achievable frequency: roughly 0.32 GHz
- Clock transition at the register clock pins on the worst setup and hold paths after CTS: ~0.060 ns
* Worst relative slew slack: 0.481
- After detailed routing, the average wire length per cell comes to 21.1 um.
- Of the cells placed in the final design, the portion with a size suffix greater than 1 is 0.209.
- Chip height: 152 um
* Max-cap violations: 0
- Top cells by area: edfxtp_1, mux4_2, nand2_1
- The critical path contains buffers and inverters numbering 2 combined.
- Grouping stages by cell kind, the critical path spends the most delay in buffers and inverters.
* Critical Path Source Type: input port
* Routed vias: 5178
- Post CTS Setup Buffer Count: 0
- For this run, the number of Yosys warnings is 1.
- The commonest cells after synthesis are edfxtp_1, nand2_1, mux4_2, buf_2.
* Number of enable-type register cells in the synthesized netlist: 294
- Between the synthesized netlist and the finished layout, the area growth was recorded as 18.2%.
* Cell taking the most area after synthesis: edfxtp_1
- The routed design uses 9.37 mm of met2 wire.
- Delay of the slowest cell on the worst path: roughly 0.53 ns
- The setup check on the worst reg-to-reg path leaves a slack of roughly 5.3 ns.
* Register share of total power: 0.531
- Most instantiated flip-flop cell in the synthesis netlist: edfxtp_1
* Number of input and output port buffers inserted: 69
- Placement Setup Slack: 4.20 ns
- Critical Path Sink Type: register
- Clk Latency, worst-skew pair: 0.54 ns
- Total Routed Length: 19.8 mm
- TritonCTS created 31 clock buffers.
- Uppermost routed layer: met4
- Post-DP HPWL: 10.4 mm
- By startpoint and endpoint, the worst setup path is classified as input port to register.
- The netlist uses 29 different library cells.
* Power density normalized to cell area: 251 nW/um^2
* Smallest setup slack after layout: approximately 4.8 ns
* Startpoint of the lowest-slack register-to-register path: ReadCount[1]
* Share of total power in the clock network: 0.407
- 0 antenna diodes ended up in the layout.
- Endpoints with negative setup slack in the final report add up to 0.
- Detailed-route iteration 0 reported a violation count of 282.
- Routed wl met3: 2.67 mm
- Cell count of the worst hold path: 3
* Post-CTS resize count: 0
- Hold wc startpoint: FIFO[4][18]
- Floorplan Core Area: between 20000 and 25000 um^2
* Required time reported for the critical path endpoint: 8.07 ns
* Total number of clock tree sinks: 297
* Count of H-tree levels built during CTS: 1
- DRC violations left: 0
- The floorplan has approximately 54 rows.
- Multi-input logic area: 2220 um^2
* Post-route met1 wirelength: 7.48 mm
- The longest clock path from root to sink contains 3 buffers.
- The highest supply drop recorded on VDD is 0.168 mV.
* Total area of sequential cells: a little under 9000 um^2
- Hold violation count in the final report: 0
- Top area contributor share: 0.787
- Setup repair after global routing left no endpoint under its margin.
* Number of cells in the yosys synthesis report: 536
- Max Clock Skew: 0.0106 ns
* Final weighted congestion of routability-driven global placement: 0.766
* Number of global-route vias before repair: 5726
- Via density per instance: 5.54
* Post-synthesis sequential element count: 297
* Crit-path cells: clkdlybuf4s50_1 -> o31ai_1 -> nand2_1 -> nor4_2 -> buf_4
- In the final timing run, aggregate negative setup slack is 0 ns.
* Static leakage: 4.36 nW
- Antenna violation net count after detailed routing: 0
- The worst register-to-register path has a depth of 5.
- For the pin with the worst max-slew slack, the measured transition is 0.772 ns.
* Cell-internal power: between 2 and 3 mW
- For reference, the post-synthesis area per instance comes to 20.9 um^2.
- Leading cell type by number of instances after synthesis: edfxtp_1
- According to the floorplan report, the die width is 152 um.
- Overall power: 3.33 mW
* Final Max Tran Viols: 0
* Arrival time at the worst endpoint: 3.32 ns
- Synthesized cell area: approximately 11000 um^2
- Clock tree from TritonCTS: built
* Stage-log warning count: 28
- The first TritonRoute pass finished after 4 iterations.
- Crit share post-route: 0.398
- The first global-routing pass estimated 30.8 mm of wire.
- The number of antenna violations at the first check in global routing came to 0.
- For this design, the slowest cell found on the critical path is buf_4.
* Fp_density: 0.512
* Number of top-level pins: 71
* Cell at the root of the clock tree: clkbuf_16
* Aggregate global-route resource usage: 0.207
- Gate count after technology mapping: 536
- Switching component of the power: 686 uW
- Global route overflow: 0
-- registers in the layout (all words and copies together), names as in the netlist --
signal	flops
Dout	32
WriteCount	3
ReadCount	3
FIFO	256
Count	3
-- worst max path at each step --
stage | to | start | cells after the start | slack, ns
CTS | FIFO[4][4] | rd | 5 | 4.77
global route | FIFO[4][15] | rd | 5 | 4.64
finish | FIFO[4][13] | rd | 5 | 4.76
-- power by group through the flow --
stage         logic, mW  registers [mW]  clock network, mW
CTS               0.212            1.77               1.38
global route      0.231            1.77               1.44
finish            0.206            1.77               1.35
-- metal layers --
metal,GRT usage,vias to the layer above
met4,0.0262,0
met3,0.137,20
met1,0.315,2542
met5,0,-
li1,-,2318
met2,0.294,298
-- metrics by stage --
step           area, um^2  std cells  utilization  hold WS, ns
6_report            13300        934        0.606        0.728
5_1_grt             13300        934        0.606        0.766
4_1_cts             13300        934        0.606        0.733
3_5_place_dp        12300        878        0.562        0.721
3_3_place_gp        12300        878        0.562        0.705
2_1_floorplan       11200        536            -        0.645
-- worst reg2reg max path, delay by kind of cell, from the launching register on --
kind / cells / cell delay (ns)
DFF: 1 / 0.32
and+or+nand+nor: 2 / 0.17
muxes: 1 / 0.61
buffers and inverters: 2 / 1.28
-- area by class of cell --
| cell class | instances | share of cell area |
|---|---|---|
| clock buffer | 35 | 0.0597 |
| clock inverter | 21 | 0.0128 |
| inverter | 6 | 0.00170 |
| multi-input combinational | 210 | 0.168 |
| sequential | 297 | 0.671 |
| tap | 280 | 0.0264 |
| timing repair buffer | 85 | 0.0612 |
-- cells by family after synthesis --
| family | after synthesis | share of synthesized area |
|---|---|---|
| XOR/XNOR | 2 | 0.00156 |
| AND/OR/NAND/NOR | 127 | 0.0461 |
| other | 1 | 0.000334 |
| AND-OR/OR-AND | 6 | 0.00401 |
| buffers and inverters | 29 | 0.0149 |
| flip-flops | 297 | 0.792 |
| adder cells (fa/ha/maj) | 9 | 0.0114 |
| multiplexers | 65 | 0.129 |
-- cells in the final DEF, fill, tap and decap left out, types with 4 or more instances in the layout --
cell,n
clkbuf_16,31
edfxtp_1,294
nand2_1,102
ha_1,7
clkinvlp_4,5
buf_4,16
clkinv_2,8
nor2_4,5
and2_1,4
clkbuf_1,4
clkinv_1,4
clkdlybuf4s50_1,69
mux4_2,64
inv_1,6
Power figures rest on the tool's default switching activity, not on a simulated workload.
